## /design/flow/run.sh

```bash
#!/bin/bash
# OpenROAD 26Q1-2900-gdf79404cd8, Yosys 0.63+post, stock flow scripts
make -C /OpenROAD-flow-scripts/flow DESIGN_CONFIG=/design/flow/config.mk WORK_HOME=/design/flow/orfs finish
```

## /design/flow/design.v

```verilog
module ssd1306_ctrl#(
	parameter CLK_FRE = 50
	) (
	input 			  clk,rst_n,
	output [9:0] read_addr,
	input  [7:0] read_data,
	output reg		  oled_rst  = 'd0,		 
	input 			  send_busy ,	
	output reg 		  send_en = 'd0,   	
	output reg  	  send_dc = 'd0,   	
	output reg [ 7:0] send_data = 'd0	
);
parameter	state_RESET = 3'd0,
				state_INIT  = 3'd1,
				state_WRITE = 3'd2,
				state_BUSY  = 3'd3;
parameter	DELAY_100MS = 5_000_000;
parameter OLED_CMD    = 0;			 
parameter OLED_DAT    = 1;			 
parameter	NUM_CMD_INIT = 27;	 
parameter	NUM_PAGR = 8;			 
parameter	NUM_PAGE_SEG = 128;	 
parameter	NUM_CMD_ADDR = 3;		 
reg [26:0][ 7:0] init_cmd = {
	 8'hAE, 
	 8'h00, 
	 8'h10, 
	 8'h40, 
	 8'h81, 
	 8'hFF, 
	 8'hA1, 
	 8'hC8, 
	 8'hA6, 
	 8'hA8, 
	 8'h3f, 
	 8'hD3, 
	 8'h00, 
	 8'hd5, 
	 8'h80, 
	 8'hD9, 
	 8'hF1, 
	 8'hDA, 
	 8'h12, 
	 8'hDB, 
	 8'h40, 
	 8'h20, 
	 8'h02, 
	 8'h8D, 
	 8'h14, 
	 8'hA4, 
	 8'hAF }; 
reg [ 2:0][ 7:0] set_cmd 	 = {8'hb0,8'h00,8'h10}; 
reg	[2:0]		state_main,state_sub;
reg	[2:0]		state_save;
reg	[23:0]	cnt_delay = 'd0;
reg	[10:0]	send_cnt;
reg	[2:0]		page_cnt;
assign read_addr = {page_cnt[2:0],send_cnt[6:0]};
always@(posedge clk or negedge rst_n) begin
	if(!rst_n)begin 
		state_main <= 0;
		state_sub  <= 0;
	end
	else case(state_main)
		state_RESET:
			case(state_sub)
				3'd0:
					if(cnt_delay == DELAY_100MS)begin
						oled_rst <= 'b0;
						cnt_delay <= 'd0;
						state_sub ++;
					end
					else begin 
						oled_rst <= 'b1;
						cnt_delay ++;
					end
				3'd1:
					if(cnt_delay == DELAY_100MS)begin
						oled_rst <= 'b1;
						cnt_delay <= 'd0;
						state_sub ++;
					end
					else  
						cnt_delay ++;
				3'd2:
					if(cnt_delay == DELAY_100MS)begin
						cnt_delay <= 'd0;
						state_sub <= 0;
						send_cnt <= 0;
						state_main ++;
					end
					else begin 
						cnt_delay ++;
					end
			endcase
		state_INIT:
			if(send_cnt == NUM_CMD_INIT) begin
				send_cnt <= 'd0;
				send_en  <= 'b0;
				state_main ++;
			end
			else if(!send_busy) begin	 
				send_en <= 'b1;
				send_dc <= OLED_CMD;
				send_data <= init_cmd[NUM_CMD_INIT- 1 -send_cnt];
				send_cnt ++;
				state_save <= state_main;
				state_main <= state_BUSY;
			end
			else
				send_en <= 'b0;
		state_WRITE:
			case(state_sub)
				3'd0:		 
					if (send_cnt == NUM_CMD_ADDR) begin 
						send_en <= 0;
						send_cnt <=0;
						if(page_cnt == NUM_PAGR)begin 
							send_cnt <= 0;
							page_cnt <= 0;
							state_main ++;
							state_sub <= 0;
						end
						else
							state_sub ++;
					end
					else if(!send_busy) begin
						send_en <= 'b1;
						send_dc <= OLED_CMD;
						send_data <= (send_cnt=='d0) ? set_cmd[NUM_CMD_ADDR- 1 -send_cnt] + page_cnt
						: set_cmd[NUM_CMD_ADDR- 1 -send_cnt];
						send_cnt ++;
						state_save <= state_main;
						state_main <= state_BUSY;
					end
					else
						send_en <= 'b0;
				3'd1:		 
					if(send_cnt==NUM_PAGE_SEG) begin
						send_cnt <= 'd0;
						send_en  <= 'b0;
						page_cnt ++;
						state_sub ++;
					end
					else if(!send_busy) begin
						send_en <= 'b1;
						send_dc <= OLED_DAT;
						send_data <= read_data;
						send_cnt ++;
						state_save <= state_main;
						state_main <= state_BUSY;
					end
					else
						send_en <= 'b0;
			endcase
		state_BUSY:			 
			if(send_busy) state_main <= state_save;
		default : begin
			state_main <= 'd0;
			state_sub  <= 'd0;
		end
	endcase
end
endmodule
```

## /design/flow/constraint.sdc

```tcl
current_design ssd1306_ctrl

set clk_period 4.1
set clk_io_pct 0.2

create_clock -name clk0 -period $clk_period [get_ports {clk}]

set non_clock_inputs [all_inputs -no_clocks]
set_input_delay [expr $clk_period * $clk_io_pct] -clock clk0 $non_clock_inputs
set_output_delay [expr $clk_period * $clk_io_pct] -clock clk0 [all_outputs]
```

## /design/flow/config.mk

```make
export PLATFORM = sky130hd
export DESIGN_NAME = ssd1306_ctrl
export DESIGN_NICKNAME = ssd1306_ctrl
export VERILOG_FILES = /design/flow/design.v
export SDC_FILE = /design/flow/constraint.sdc
export NUM_CORES = 4
export LEC_CHECK = 1
export CORE_UTILIZATION = 40
```

==> results_dict.tcl <==
# yosys + openroad results
set metrics [dict create \
    status "complete, no violations" \
    synthArstFlopShare_pct 10.3 \
    grt_max_degree 25 \
    synth_area_um2 4040 \
    gr-total-overflow 0 \
    num_vias 3270 \
    r2r_end "send_data[3]" \
    cp.required_ps 4290 \
    diodes 0 \
    clockBufferDepth 2 \
    p_per_area_nw_per_um2 272 \
    grt_pass1_vias 3079 \
    chipArea_um2 10500 \
    reg2reg_depth 6 \
    clk_pin_slew_ps 80 \
    crit_end "send_data[3]" \
    max_slew.worst_pin.slew_ps 1030 \
    seq_area_frac_synth_pct 42.3 \
    cts-buffers-inserted 9 \
    cp-end-kind "register" \
    ys_cells 426 \
    antenna_left 0 \
    cts_sinks 58 \
    clk_latency_ps 340 \
    drt-total-wl_um 9270 \
    io_pins 32 \
    pwr-share-comb_pct 4.6 \
    top_cell "edfxtp_1" \
    r2r_slack_ps 1070 \
    rows 36 \
    grt_util_all_layers_pct 19.5 \
    sw_frac_of_total_pct 23.4 \
    ir_drop_uv 171 \
    grt_pass1_wl_um 15400 \
    coreArea_um2 9770 \
    switchingPower_mw 0.295 \
    synthTopCellsByCount "edfxtp_1, nor2_1, nand3_1" \
    fin_util_pct 47.5 \
    first_pass_iters 5 \
    cts_tree "yes" \
    yosysTopAreaCell "edfxtp_1" \
    crit_path_start "send_cnt[0]" \
    maxCapViolCount 0 \
    syn_area_per_cell_um2 9.49 \
    dp_hpwl_um 6480 \
    pwr-share-seq_pct 54.2 \
    yosysUniqueCellTypes 63 \
    fp-utilization_pct 41.4 \
    cp-start-kind "register" \
    wl_per_cell_um 15.8 \
    numSynthFlops 58 \
    internal_power_mw 0.968 \
    fin_crit_ps 3030 \
    area_delta_synth_final_pct 14.8 \
    fp.dieH_um 103 \
    period_used_pct 73.9 \
    fin_tns_setup_ps 0 \
    synth.top_cell.area_share_pct 38.6 \
    slew_headroom_pct 30.4 \
    drt-initial-drc-count 110 \
    yosysChipArea_um2 4040 \
    drive_gt1_share_pct 7.28 \
    arrival_ps 3220 \
    leakagePower_nw 1.64 \
    gp_congestion 0.863 \
    antenna_found_initial 0 \
    hold_viol_final 0 \
    rsz0062_at_grt "no" \
    fin_ws_ps 1070 \
    fmax_mhz 330 \
    cts_hold_buffers 0 \
    power_frac_clock_pct 41.2 \
    postCtsSetupRepairBufs 0 \
    port-buffer-count 31 \
    die_w_um 103 \
    finClkSkew_ps 12.1 \
    holdCritPathClass "reg -> reg" \
    r2r-start "send_cnt[0]" \
    drc 0 \
    vias_per_cell 5.58 \
    syn_inst 426 \
    edf_count 52 \
    topCellsByArea "edfxtp_1, xnor2_1, ha_1" \
    setup_viol 0 \
    ctsRootBufferMaster "clkbuf_8" \
    yosysWarnings 1 \
    htreeDepth 3 \
    crit_type "reg -> reg" \
    flop_cell "edfxtp_1" \
    final_max_slew_viol_count 0 \
    tool_warnings 34 \
    cts_resized 0 \
    crit_fanout 21 \
    pre_cts_slack_ps 1140 \
]
## per-layer routing
layer / track usage, % / part of all wire (%) / vias to the layer above
met2: 29.6 / 46 / 97
li1: - / - / 1621
met1: 31.3 / 47 / 1541
met4: 2.75 / 1.3 / 0
met5: 0 / 0 / -
met3: 3.45 / 5.7 / 11
## metrics by stage
stage	cell area (µm²)	power, mW	instances	hold WS (ps)
final	4640	1.26	586	546
after CTS	4640	1.28	586	561
after global placement	4450	0.754	570	540
after detailed placement	4450	0.755	570	545
after global routing	4640	1.32	586	600
after floorplan	4040	0.730	426	499
## cell families after synthesis
| family | count (synthesis) | share of synthesized area [%] |
|---|---|---|
| multiplexers | 6 | 1.55 |
| AND-OR/OR-AND | 86 | 14.5 |
| XOR/XNOR | 40 | 8.67 |
| AND/OR/NAND/NOR | 179 | 23.7 |
| flip-flops | 58 | 42.3 |
| buffers and inverters | 42 | 4.61 |
| adder cells (fa/ha/maj) | 15 | 4.64 |
## power groups by stage
stage                 registers [mW]  logic (mW)  clock network [mW]
after CTS                      0.684      0.0589               0.541
after global routing           0.688      0.0653               0.562
final                          0.685      0.0579               0.521
## worst min path at each step
stage / cells past startpoint / endpoint / slack (ps) / start
finish: 1 / state_sub[1] / 550 / state_sub[1]
global route: 1 / state_sub[1] / 600 / state_sub[1]
CTS: 1 / state_sub[1] / 560 / state_sub[1]
## final cells by class
| cell class | instances | area, µm² |
|---|---|---|
| inverter | 14 | 52.6 |
| clock buffer | 10 | 128 |
| timing repair buffer | 39 | 370 |
| clock inverter | 6 | 57.6 |
| tap | 133 | 166 |
| fill | 927 | 5130 |
| multi-input combinational | 326 | 2150 |
| sequential | 58 | 1710 |
## cells in the final DEF (no fill, tap or decap), drive strengths merged, types with 3 or more instances in the layout
| master | Yosys | final |
|---|---|---|
| and4 | 3 | 3 |
| nor4bb | 3 | 3 |
| clkinv | 0 | 4 |
| a22oi | 4 | 4 |
| or4 | 3 | 3 |
| edfxtp | 52 | 52 |
| nand3 | 30 | 30 |
| a31oi | 4 | 4 |
| dfrtp | 6 | 6 |
| nor4b | 7 | 7 |
| nor2b | 9 | 9 |
| or3 | 3 | 3 |
| clkdlybuf4s50 | 0 | 31 |
| nand2 | 28 | 28 |
| xnor2 | 22 | 22 |
| inv | 14 | 14 |
| clkbuf | 19 | 10 |
| nand4 | 9 | 9 |
| nor4 | 8 | 8 |
| nor3 | 11 | 11 |
| o211ai | 4 | 4 |
| ha | 15 | 15 |
| nor2 | 45 | 45 |
| mux2i | 4 | 4 |
| o31a | 3 | 3 |
| nand2b | 4 | 4 |
| o21ai | 18 | 18 |
| and3 | 5 | 5 |
| xor2 | 18 | 18 |
| a21oi | 18 | 18 |
| buf | 9 | 8 |
| o31ai | 3 | 3 |
| and2 | 4 | 4 |
| a21o | 4 | 4 |
## critical path: stages (launching register included)
cell	delay, ps
edfxtp_1	690
ha_1	430
o211a_1	300
or3_1	350
a221oi_1	730
o221ai_1	250
o211ai_1	130
## registers in the layout, indices dropped and copies added (netlist names)
register,cells
cnt_delay,24
send_cnt,11
state_main,3
oled_rst,1
send_data,8
state_sub,3
state_save,3
page_cnt,3
send_dc,1
send_en,1
Power is estimated from default activity; no workload was simulated.
